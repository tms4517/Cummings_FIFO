`/design/flow/config.mk`:
```
export PLATFORM = sky130hd
export DESIGN_NAME = fifoTop
export DESIGN_NICKNAME = fifoTop
export VERILOG_FILES = /design/flow/design.v
export SDC_FILE = /design/flow/constraint.sdc
export NUM_CORES = 4
export LEC_CHECK = 1
export CORE_UTILIZATION = 50
```
`/design/flow/constraint.sdc`:
```
current_design fifoTop

set clk_period 6.1
set clk_io_pct 0.2

create_clock -name clk0 -period $clk_period [get_ports {i_rClk}]
create_clock -name clk1 -period $clk_period [get_ports {i_wClk}]

set non_clock_inputs [all_inputs -no_clocks]
set_input_delay [expr $clk_period * $clk_io_pct] -clock clk0 $non_clock_inputs
set_output_delay [expr $clk_period * $clk_io_pct] -clock clk0 [all_outputs]
```
`/design/flow/design.v`:
```
`default_nettype none
module fifoTop
  #(parameter int DATA_W = 8
  , parameter int ADDR_W = 4
  )
  ( input  var logic              i_wClk
  , input  var logic              i_wArst
  , input  var logic              i_wInc
  , input  var logic [DATA_W-1:0] i_wData
  , input  var logic              i_wFull
  , input  var logic              i_rClk
  , input  var logic              i_rArst
  , input  var logic              i_rInc
  , output var logic [DATA_W-1:0] o_rData
  , output var logic              o_rEmpty
  , output var logic              o_wFull
  );
  logic [ADDR_W:0] wPtr, syncWptr;
  logic [ADDR_W:0] rPtr, syncRptr;
  logic [ADDR_W-1:0] wAddr, rAddr;
    sync
      #(.ADDR_W (ADDR_W))
        u_syncR2W
      ( .i_clk     (i_wClk)
      , .i_arst    (i_wArst)
      , .i_ptr     (rPtr)
      , .o_syncPtr (syncRptr)
      );
    wptr_full
      #(.ADDR_W (ADDR_W))
        u_wptr_full
      ( .i_clk   (i_wClk)
      , .i_rst   (i_wArst)
      , .i_inc   (i_wInc)
      , .i_rPtr  (syncRptr)
      , .o_wPtr  (wPtr)
      , .o_wAddr (wAddr)
      , .o_full  (o_wFull)
      );
  fifomem
    #(.DATA_W (DATA_W)
    , .ADDR_W (ADDR_W)
    ) u_fifomem
    ( .i_wClk   (i_wClk)
    , .i_wClkEn (i_wInc)
    , .i_wAddr  (wAddr)
    , .i_wData  (i_wData)
    , .i_wFull  (o_wFull)
    , .i_rAddr  (rAddr)
    , .o_rData  (o_rData)
    );
    sync
      #(.ADDR_W (ADDR_W))
        u_syncW2R
      ( .i_clk     (i_rClk)
      , .i_arst    (i_rArst)
      , .i_ptr     (wPtr)
      , .o_syncPtr (syncWptr)
      );
    rptr_empty
      #(.ADDR_W (ADDR_W))
        u_rptr_empty
      ( .i_clk   (i_rClk)
      , .i_arst  (i_rArst)
      , .i_inc   (i_rInc)
      , .i_wPtr  (syncWptr)
      , .o_rPtr  (rPtr)
      , .o_rAddr (rAddr)
      , .o_empty (o_rEmpty)
      );
endmodule
`resetall
`default_nettype none
module fifomem
  #(parameter int DATA_W = 8
  , parameter int ADDR_W = 4
  )
  ( input  var logic              i_wClk
  , input  var logic              i_wClkEn
  , input  var logic [ADDR_W-1:0] i_wAddr
  , input  var logic [DATA_W-1:0] i_wData
  , input  var logic              i_wFull
  , input  var logic [ADDR_W-1:0] i_rAddr
  , output var logic [DATA_W-1:0] o_rData
  );
   localparam DEPTH = 1<<ADDR_W;
   logic [DATA_W-1:0] mem [0:DEPTH-1];
   always_comb o_rData = mem[i_rAddr];
   always_ff @(posedge i_wClk)
    if (i_wClkEn && !i_wFull)
      mem[i_wAddr] <= i_wData;
endmodule
`resetall
`default_nettype none
module rptr_empty
  #(parameter int ADDR_W = 4)
  ( input  var logic              i_clk
  , input  var logic              i_arst
  , input  var logic              i_inc
  , input  var logic [ADDR_W:0]   i_wPtr
  , output var logic [ADDR_W:0]   o_rPtr
  , output var logic [ADDR_W-1:0] o_rAddr
  , output var logic              o_empty
  );
    logic [ADDR_W:0] counter_d, counter_q;
    always_ff @(posedge i_clk, posedge i_arst)
      if (i_arst)
        counter_q <= '0;
      else
        counter_q <= counter_d;
    always_comb counter_d = counter_q + {4'b0, (i_inc && !o_empty)};
    always_comb o_rAddr = counter_q[ADDR_W-1:0];
    logic [ADDR_W:0] grayCounter_d, grayCounter_q;
    always_ff @(posedge i_clk, posedge i_arst)
      if (i_arst)
        grayCounter_q <= '0;
      else
        grayCounter_q <= grayCounter_d;
    always_comb grayCounter_d = (counter_d>>1) ^ counter_d;
    always_comb o_rPtr = grayCounter_d;
  logic empty_d, empty_q;
  always_ff @(posedge i_clk, posedge i_arst)
    if (i_arst)
      empty_q <= '0;
    else
      empty_q <= empty_d;
  always_comb empty_d = (o_rPtr == i_wPtr);
  always_comb o_empty = empty_q;
endmodule
`resetall
`default_nettype none
module sync
  #(parameter int ADDR_W = 4)
  ( input  var logic            i_clk
  , input  var logic            i_arst
  , input  var logic [ADDR_W:0] i_ptr
  , output var logic [ADDR_W:0] o_syncPtr
  );
  logic [ADDR_W:0] syncPtr_q1, syncPtr_q2;
  always_ff @(posedge i_clk, posedge i_arst)
    if (i_arst)
      syncPtr_q1 <= '0;
    else
      syncPtr_q1 <= i_ptr;
  always_ff @(posedge i_clk, posedge i_arst)
    if (i_arst)
      syncPtr_q2 <= '0;
    else
      syncPtr_q2 <= syncPtr_q1;
  always_comb o_syncPtr = syncPtr_q2;
endmodule
`resetall
`default_nettype none
module wptr_full
  #(parameter int ADDR_W = 4)
  ( input  var logic              i_clk
  , input  var logic              i_rst
  , input  var logic              i_inc
  , input  var logic [ADDR_W:0]   i_rPtr
  , output var logic [ADDR_W:0]   o_wPtr
  , output var logic [ADDR_W-1:0] o_wAddr
  , output var logic              o_full
  );
    logic [ADDR_W:0] counter_d, counter_q;
    always_ff @(posedge i_clk, posedge i_rst)
      if (i_rst)
        counter_q <= '0;
      else
        counter_q <= counter_d;
    always_comb counter_d = counter_q + {4'b0, (i_inc && !o_full)};
    always_comb o_wAddr = counter_q[ADDR_W-1:0];
    logic [ADDR_W:0] grayCounter_d, grayCounter_q;
    always_ff @(posedge i_clk, posedge i_rst)
      if (i_rst)
        grayCounter_q <= '0;
      else
        grayCounter_q <= grayCounter_d;
    always_comb grayCounter_d = (counter_d>>1) ^ counter_d;
    always_comb o_wPtr = grayCounter_d;
  logic full_d, full_q;
  always_ff @(posedge i_clk, posedge i_rst)
    if (i_rst)
      full_q <= '0;
    else
      full_q <= full_d;
  always_comb full_d = (o_wPtr == {~i_rPtr[ADDR_W:ADDR_W-1],
                                       i_rPtr[ADDR_W-2:0]});
  always_comb o_full = full_q;
endmodule
`resetall
```
`/design/flow/run.sh`:
```
#!/bin/bash
# OpenROAD 26Q1-2900-gdf79404cd8, Yosys 0.63+post, stock flow scripts
make -C /OpenROAD-flow-scripts/flow DESIGN_CONFIG=/design/flow/config.mk WORK_HOME=/design/flow/orfs finish
```
==> impl_metrics.yaml <==
# synthesis and place-and-route metrics
detailed_routing:
  drc: 0
  top_layer: "met4"
  vias: 2915
  wl_met3_um: 1310
  wl_met1_um: 4840
  drt_iter0_markers: 172
  ant_nets: 0
  wl_met2_um: 5260
  detail_route.wl_per_cell_um: 21.6
  antenna_cells: 0
  finalWirelength_um: 11500
  first_pass_iters: 4
  vias_per_cell: 5.45
placement:
  port_buffers: 22
  dp_hpwl_um: 7010
  post-place-cells: 501
  placed_area_um2: 6830
  gp_congestion: 0.773
finish:
  synthToLayoutAreaGrowth_pct: 16.3
  comb_area_um2: 1600
  fillers: 895
  design_area_um2: 7400
  layout-drive-gt1-share_pct: 16.3
  fin_cells: 535
  regArea_um2: 4650
  final_util_pct: 60.6
power:
  p_leak_nw: 2.61
  cellPowerDensity_nw_per_um2: 487
  power_mw: 3.60
  max-vdd-ir-drop_uv: 231
run_status:
  outcome: "finished clean"
setup_path:
  slowest_delay_ns: 0.66
  crit_path_start_kind: "flip-flop"
  crit_slowest_cell: "mux4_1"
  critical_path_depth: 4
  crit_chain: "buf_4 -> mux4_1 -> mux4_2 -> clkdlybuf4s50_1"
  critPathMaxFanout: 33
  critical_path_class: "flip-flop to primary output"
  end_kind: "primary output"
  worst_r2r_path_depth: 8
  crit_required_ns: 4.88
  critPathArrivalTime_ns: 2.69
  critPathTopFamily: "multiplexers"
  path_buffers: 2
timing:
  maxSlewHeadroom_pct: 43.3
  drv_slew: 0
  finalSetupViolCount: 0
  finalHoldViolCount: 0
  grt_setup_unrepaired: "false"
  finClkSkew_ns: 0.00570
  finalSetupTns_ns: 0
  tightest_slew_ns: 0.844
grt:
  grt-ovfl-total: 0
  first_global_vias: 3106
  track_usage_pct: 21.4
  grt_max_degree: 36
  grt_first_pass_wirelength_um: 17900
  antenna_found_initial: 0
floorplanning:
  die_w_um: 115
  dieArea_um2: 13200
  rows: 40
  die_h_um: 115
  core_area_um2: 12200
  ios: 25
  initial_core_util_pct: 52.1
yosys:
  top_cells_by_count: "edfxtp_1 (128), dfrtp_1 (32), mux4_1 (24)"
  yosysChipArea_um2: 6360
  yosysWarningCount: 4
  top_cells_by_area: "edfxtp_1 (60%), dfrtp_1 (13%), mux4_1 (9.9%), mux4_2 (5.7%), xor2_1 (1.9%)"
  syn_inst: 307
  ys_ff: 160
  yosysTopAreaCellShare_pct: 60.4
  yosys.area.top_type: "edfxtp_1"
  synth_area_um2: 6360
  yosysMostFrequentCell: "edfxtp_1"
  synth-edff-count: 128
  synth_area_per_cell_um2: 20.7
  yosys_cells: 307
  synth_cell_type_count: 33
  ys.flop_type: "edfxtp_1"
  synthArstFlopShare_pct: 20.0
  ys_seq_share_pct: 73.0
hold_path:
  min_path_type: "flip-flop to flip-flop"
  worst_hold_path.num_cells: 0
clock_tree:
  clock_sinks: 160
  path_clk_slew_ns: 0.05
  post_cts_buffers: 0
  tritoncts: "built"
  cts_hold_buf: 0
  cts_resized: 0
job:
  drv_cap: 0
  warnings: 28
-- registers in the layout, summed over array words and instances (netlist names) --
| register | flops |
|---|---|
| u_syncW2R.syncPtr_q1 | 5 |
| u_wptr_full.counter_q | 5 |
| u_wptr_full.full_q | 1 |
| u_syncW2R.syncPtr_q2 | 5 |
| u_syncR2W.syncPtr_q1 | 5 |
| u_rptr_empty.empty_q | 1 |
| u_syncR2W.syncPtr_q2 | 5 |
| u_fifomem.mem | 128 |
| u_rptr_empty.counter_q | 5 |
-- metrics by stage --
stage                     setup slack, ns  hold WS [ns]
after global routing                 2.05         0.351
after floorplan                      3.29         0.331
final                                2.19         0.344
after detailed placement             2.41         0.335
after CTS                            2.14         0.345
after global placement               2.41         0.333
-- worst paths after layout --
path,from,endpoint,slack (ns)
worst min-delay path,u_syncW2R.syncPtr_q1[1]$_DFF_PP0_,u_syncW2R.syncPtr_q2[1]$_DFF_PP0_,0.34
min in group clk1,u_syncR2W.syncPtr_q1[2]$_DFF_PP0_,u_syncR2W.syncPtr_q2[2]$_DFF_PP0_,0.35
worst min register to register,u_syncW2R.syncPtr_q1[1]$_DFF_PP0_,u_syncW2R.syncPtr_q2[1]$_DFF_PP0_,0.34
worst max-delay path,u_rptr_empty.counter_q[0]$_DFF_PP0_,o_rData[0],2.19
max in group asynchronous,i_rArst,u_rptr_empty.counter_q[0]$_DFF_PP0_,4.34
min in group asynchronous,i_wArst,u_syncR2W.syncPtr_q1[3]$_DFF_PP0_,1.18
worst max register to register,u_rptr_empty.counter_q[0]$_DFF_PP0_,u_rptr_empty.empty_q$_DFF_PP0_,3.45
max in group clk1,i_wInc,u_wptr_full.full_q$_DFF_PP0_,3.16
-- kinds of logic after synthesis --
logic type                 synth area share (%)
buffers and inverters                      1.93
muxes                                      15.7
DFF                                        73.0
and+or+nand+nor                            3.58
xor gates and xnor gates                   3.95
adders and majority gates                 0.983
AOI/OAI and AO/OA                         0.826
-- per-layer routing --
metal  up-vias  track usage [%]
met5         -                0
met4         0             2.86
met3        13             12.2
met2       113             29.8
met1      1453             35.2
li1       1336                -
-- area by class of cell --
class	count	share of cell area, %
repair buffers	40	4.80
clock inverters	9	0.626
clock buffers	25	7.15
flip-flops and latches	160	62.8
well taps	168	2.84
multi-input cells	128	21.6
inverters	5	0.254
-- report_power, final --
part / leakage, nW / switching, mW / internal, mW
clock network: 0.271 / 0.389 / 0.604
registers: 1.54 / 0.135 / 1.38
logic: 0.800 / 0.500 / 0.588
-- cell usage in the layout (no fill, tap or decap), types with 2 or more instances in the layout --
cell	netlist	routed
edfxtp_1	128	128
dfrtp_1	32	31
mux4_1	24	24
clkdlybuf4s50_1	0	22
clkbuf_16	0	20
buf_4	0	18
nor2_1	16	16
mux4_2	16	16
xor2_1	14	14
xnor2_1	12	12
nand2_1	9	9
nand3_1	7	7
inv_1	5	5
ha_1	5	5
clkinv_1	0	5
nand2b_1	4	4
nor3_1	4	4
clkbuf_1	5	4
clkinvlp_4	0	3
a21oi_1	2	2
nand3b_1	2	2
o31ai_1	2	2
Power figures rest on the tool's default switching activity, not on a simulated workload.
